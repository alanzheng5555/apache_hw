`flow/run.sh`:
```
#!/bin/bash
# OpenROAD 26Q1-2900-gdf79404cd8, Yosys 0.63+post, stock flow scripts
make -C /OpenROAD-flow-scripts/flow DESIGN_CONFIG=/design/flow/config.mk WORK_HOME=/design/flow/orfs finish
```
`flow/config.mk`:
```
export PLATFORM = sky130hd
export DESIGN_NAME = register_file
export DESIGN_NICKNAME = register_file
export VERILOG_FILES = /design/flow/design.v
export SDC_FILE = /design/flow/constraint.sdc
export NUM_CORES = 4
export LEC_CHECK = 1
export CORE_UTILIZATION = 30
export SYNTH_MEMORY_MAX_BITS = 65536
```
`flow/constraint.sdc`:
```
current_design register_file

set clk_period 66.3
set clk_io_pct 0.2

create_clock -name clk0 -period $clk_period [get_ports {clk}]

set non_clock_inputs [all_inputs -no_clocks]
set_input_delay [expr $clk_period * $clk_io_pct] -clock clk0 $non_clock_inputs
set_output_delay [expr $clk_period * $clk_io_pct] -clock clk0 [all_outputs]
```
`flow/design.v`:
```
`timescale 1ns/1ps
module register_file #(
    parameter SCALAR_REGS = 32,
    parameter VECTOR_REGS = 32,
    parameter VEC_WIDTH = 512,  
    parameter DATA_WIDTH = 32
)(
    input  wire                      clk,
    input  wire                      rst_n,
    input  wire                      s_write_enable,
    input  wire [$clog2(SCALAR_REGS)-1:0] s_write_reg_addr,
    input  wire [DATA_WIDTH-1:0]    s_write_data,
    input  wire [$clog2(SCALAR_REGS)-1:0] s_read_reg_addr1,
    input  wire [$clog2(SCALAR_REGS)-1:0] s_read_reg_addr2,
    output wire [DATA_WIDTH-1:0]    s_read_data1,
    output wire [DATA_WIDTH-1:0]    s_read_data2,
    input  wire                      v_write_enable,
    input  wire [$clog2(VECTOR_REGS)-1:0] v_write_reg_addr,
    input  wire [VEC_WIDTH-1:0]     v_write_data,
    input  wire [$clog2(VECTOR_REGS)-1:0] v_read_reg_addr,
    output wire [VEC_WIDTH-1:0]     v_read_data
);
    reg [DATA_WIDTH-1:0] scalar_regs [SCALAR_REGS-1:0];
    reg [VEC_WIDTH-1:0] vector_regs [VECTOR_REGS-1:0];
    always @(posedge clk) begin
        if (s_write_enable) begin
            scalar_regs[s_write_reg_addr] <= s_write_data;
        end
    end
    always @(posedge clk) begin
        if (v_write_enable) begin
            vector_regs[v_write_reg_addr] <= v_write_data;
        end
    end
    assign s_read_data1 = scalar_regs[s_read_reg_addr1];
    assign s_read_data2 = scalar_regs[s_read_reg_addr2];
    assign v_read_data = vector_regs[v_read_reg_addr];
endmodule
```
==> flow_metrics.py <==
# Generated from Yosys and OpenROAD reports
metrics = {
    "timing": {
        "rsz0062_at_grt": "no",
        "fin_crit_sh": 0.517,
        "fin_crit_ns": 34.27,
        "setup_slack_ns": 32.03,
        "clock.fmax_ghz": 0.0292,
        "finalHoldViolCount": 0,
        "tightest_slew_ns": 1.52,
        "drv_slew": 2,
        "tns_ns": 0,
        "setup_viol": 0,
        "relSlewSlack": -0.0223,
    },
    "clock_network": {
        "post_cts_buffers": 0,
        "cts_resized": 0,
        "h-tree-depth": 7,
        "cts-root-buf": "clkbuf_16",
        "clockBufferDepth": 6,
        "cts_inserted_buffers": 1731,
        "clock-sinks": 17400,
        "cts_tree": "built",
        "path_clk_slew_ns": 0.06,
        "cts_hold_buf": 0,
    },
    "critical_path": {
        "critPathLaunchType": "primary input",
        "crit_arrival_ns": 21.01,
        "endpoint_kind": "primary output",
        "crit_type": "in -> out",
        "critPathMaxFanout": 47,
        "worstPathRequired_ns": 53.04,
    },
    "logic_synthesis": {
        "ys_seq_elements": 17400,
        "synthXorXnorAreaFrac": 0,
        "yosys_cells": 26600,
        "topCombFamilyByArea": "multiplexers",
        "synthAdderAreaFrac": 0,
        "postSynthSeqShare": 0.800,
        "yosysWarningCount": 1,
        "mux_share": 0.159,
        "aoi_share": 0.0222,
        "synth_top_area_share": 0.800,
        "area_leaders": "edfxtp_1, mux4_2, o22ai_1",
        "syn_area_um2": 653000,
        "simple_gate_share": 0.00651,
        "postSynthAreaPerCell_um2": 24.6,
        "ys_types": 33,
        "edf_count": 17400,
        "synth_cells": 26600,
        "ys.flop_type": "edfxtp_1",
        "yosys.area.top_type": "edfxtp_1",
        "ys_async_sr_fraction": 0,
        "yosys_area_um2": 653000,
    },
    "route": {
        "route.vias.total": 311000,
        "drt_wl_total_um": 1870000,
        "wl_per_cell_um": 31.0,
        "dr.pass1.iters": 6,
        "drt_iter0_markers": 19000,
        "drc": 0,
        "ant_nets": 0,
        "via_per_inst": 5.16,
    },
    "floorplan": {
        "fp_util": 0.301,
        "row_count": 541,
        "die_area_um2": 2180000,
        "io_pins": 1149,
        "die-height_um": 1480,
        "die-width_um": 1480,
        "core_um2": 2170000,
    },
    "global_routing": {
        "grt_antenna_before_repair": 188,
        "grt_pass1_vias": 353000,
        "grt_max_degree": 97,
        "track_usage": 0.182,
        "overflow": 0,
        "grt_pass1_wl_um": 2610000,
    },
    "pwr": {
        "p_leak_nw": 232,
        "vdd.ir_drop.worst_v": 0.0000269,
        "total_power_mw": 23.0,
        "power.density_nw_per_um2": 30.0,
    },
    "flow_run": {
        "maxCapViolations": 1,
        "warnings": 27,
    },
    "cells_and_area": {
        "drive_gt1_frac": 0.292,
        "syn_to_final_growth_pct": 17.1,
        "mostFrequentLayoutCells": "edfxtp_1, mux4_2, o22ai_1",
        "final_common_cell": "edfxtp_1",
    },
    "placed_design": {
        "place.gp.congestion": 0.823,
        "portBuffers": 1147,
        "dp_slack_ns": 32.08,
        "dp_hpwl_um": 1090000,
    },
    "outcome": {
        "failed_checks": "max-capacitance violations, max-slew violations",
        "status": "finished, violations left",
    },
    "min_path": {
        "min_path_type": "in -> reg",
    },
}
-- where the power goes --
group	switching, mW	total, mW	internal, mW
Combinational	0.735	1.25	0.511
Clock	4.14	9.46	5.32
Sequential	0.0287	12.3	12.2
Total	4.90	23.0	18.1
-- cell usage after synthesis, types with 11 or more instances --
| cell | count |
|---|---|
| nor4_1 | 562 |
| buf_4 | 324 |
| o22ai_1 | 2248 |
| clkbuf_1 | 580 |
| nand3_1 | 20 |
| edfxtp_1 | 17400 |
| nand2_1 | 11 |
| buf_6 | 60 |
| nand3b_1 | 18 |
| mux4_2 | 4608 |
| buf_1 | 76 |
| buf_2 | 489 |
| nor2_1 | 73 |
| a22oi_1 | 26 |
| a221oi_1 | 13 |
| a22o_1 | 13 |
-- state kept, by name, summed over array words and instances, names as in the netlist --
name / cells
scalar_regs: 1024
vector_regs: 16384
-- metrics by stage --
stage	instance area [um2]	instances	util	hold WS [ns]
2_1_floorplan	653000	26600	-	13.36
3_3_place_gp	710000	57000	0.327	14.08
3_5_place_dp	710000	57000	0.327	14.09
4_1_cts	765000	60100	0.352	12.33
5_1_grt	765000	60200	0.352	12.43
6_report	765000	60200	0.352	12.54
-- worst max-delay path, cell delays in order --
cell,delay (ns)
buf_16,0.30
buf_4,0.51
buf_4,0.44
buf_4,0.47
buf_4,0.65
buf_4,0.67
buf_4,0.72
buf_4,0.55
buf_4,0.61
mux4_2,0.33
o22ai_1,0.08
nor4_1,1.23
buf_4,0.28
clkdlybuf4s50_1,0.54
-- final cells by class --
cell class	instances	area, um2
fill	194000	1410000
sequential	17400	523000
multi-input combinational	7622	124000
clock buffer	2113	44900
tap	28800	36000
timing repair buffer	3188	27500
clock inverter	1027	9750
antenna	96	240
-- final timing paths --
check	start	end	slack, ns	cells past startpoint
min	v_write_data[207]	vector_regs[1][207]$_DFFE_PP_	12.54	2
max	v_read_reg_addr[2]	v_read_data[158]	32.03	14
-- per-layer routing --
metal | vias to the layer above | part of all wire | GRT usage
met3 | 3614 | 0.22 | 0.187
met2 | 26900 | 0.46 | 0.268
li1 | 124000 | - | -
met1 | 156000 | 0.27 | 0.165
met4 | 254 | 0.037 | 0.0533
met5 | - | 0.0041 | 0.0250
-- cell families after synthesis --
logic type      after synthesis
mux                        4610
simple gates                710
compound gates             2302
buf+inv                    1534
flops                     17400
Power and IR drop assume default switching activity.
