--- run.sh ---
#!/bin/bash
# OpenROAD 26Q1-2900-gdf79404cd8, Yosys 0.63+post, stock flow scripts
make -C /OpenROAD-flow-scripts/flow DESIGN_CONFIG=/design/flow/config.mk WORK_HOME=/design/flow/orfs finish
--- config.mk ---
export PLATFORM = sky130hd
export DESIGN_NAME = pe_l1_cache
export DESIGN_NICKNAME = pe_l1_cache
export VERILOG_FILES = /design/flow/design.v
export SDC_FILE = /design/flow/constraint.sdc
export NUM_CORES = 4
export LEC_CHECK = 1
export CORE_AREA = 10 10 111 111
export DIE_AREA = 0 0 121 121
--- constraint.sdc ---
current_design pe_l1_cache

set clk_period 2.2
set clk_io_pct 0.2

create_clock -name clk0 -period $clk_period [get_ports {clk}]

set non_clock_inputs [all_inputs -no_clocks]
set_input_delay [expr $clk_period * $clk_io_pct] -clock clk0 $non_clock_inputs
set_output_delay [expr $clk_period * $clk_io_pct] -clock clk0 [all_outputs]
--- design.v ---
`timescale 1ns/1ps
module pe_l1_cache #(
    parameter SIZE        = 4096,       
    parameter LINE_SIZE   = 64,          
    parameter ADR_W       = 32,          
    parameter VALID_W     = 1,
    parameter TAG_W       = ADR_W - $clog2(SIZE) - $clog2(LINE_SIZE),
    parameter INDEX_W     = $clog2(SIZE / LINE_SIZE),
    parameter OFFSET_W    = $clog2(LINE_SIZE)
) (
    input  clk,
    input  rst_n,
    input  [ADR_W-1:0]  cpu_addr,
    input               cpu_read,
    input               cpu_write,
    input  [31:0]       cpu_wdata,
    input  [3:0]        cpu_wstrb,
    output [31:0]       cpu_rdata,
    output              cpu_ready,
    output              cpu_hit,
    output [ADR_W-1:0]  axi_awaddr,
    output [7:0]        axi_awlen,
    output              axi_awvalid,
    input               axi_awready,
    output [ADR_W-1:0]  axi_araddr,
    output [7:0]        axi_arlen,
    output              axi_arvalid,
    input               axi_arready,
    input  [31:0]       axi_rdata,
    input               axi_rvalid,
    input               axi_rlast,
    input               axi_rresp,
    output              axi_rready,
    output [31:0]       axi_wdata,
    output [3:0]        axi_wstrb,
    output              axi_wlast,
    output              axi_wvalid,
    input               axi_wready,
    input  [1:0]        axi_bresp,
    input               axi_bvalid,
    output              axi_bready
);
    localparam BYTES_PER_LINE = LINE_SIZE;
    localparam WORDS_PER_LINE = LINE_SIZE / 4;
    reg [TAG_W-1:0]   tag_ram [0:(1<<INDEX_W)-1];
    reg               valid_ram [0:(1<<INDEX_W)-1];
    reg               dirty_ram [0:(1<<INDEX_W)-1];
    reg [31:0] data_ram [0:(1<<INDEX_W)*WORDS_PER_LINE-1];
    wire [TAG_W-1:0]    addr_tag   = cpu_addr[ADR_W-1:ADR_W-TAG_W];
    wire [INDEX_W-1:0]  addr_index = cpu_addr[INDEX_W+OFFSET_W-1:OFFSET_W];
    wire [OFFSET_W-1:0] addr_offset = cpu_addr[OFFSET_W-1:2];
    wire tag_match = valid_ram[addr_index] && 
                     (tag_ram[addr_index] == addr_tag);
    wire cache_hit_reg = tag_match;
    assign cpu_hit = cache_hit_reg;
    typedef enum {
        IDLE,
        READ_MISS,
        READ_LINE,
        WRITE_MISS,
        WRITE_ALLOCATE,
        WRITE_LINE,
        WRITE_BACK
    } state_t;
    state_t state, next_state;
    reg [INDEX_W-1:0] miss_index;
    reg [TAG_W-1:0]   miss_tag;
    reg [7:0]         word_counter;
    reg               busy;
    assign cpu_ready = (state == IDLE) && busy;
    assign cpu_rdata = data_ram[addr_index * WORDS_PER_LINE + addr_offset];
    assign axi_araddr  = {miss_tag, addr_index, {OFFSET_W{1'b0}}};
    assign axi_arlen   = WORDS_PER_LINE - 1;
    assign axi_arsize = 3'b010;   
    assign axi_arburst = 2'b01;   
    assign axi_arvalid = (state == READ_MISS);
    assign axi_rready  = (state == READ_LINE);
    assign axi_awaddr  = {miss_tag, miss_index, {OFFSET_W{1'b0}}};
    assign axi_awlen   = WORDS_PER_LINE - 1;
    assign axi_awsize = 3'b010;
    assign axi_awburst = 2'b01;
    assign axi_awvalid = (state == WRITE_BACK);
    assign axi_wlast   = (word_counter == WORDS_PER_LINE - 1);
    assign axi_wvalid  = (state == WRITE_LINE);
    assign axi_bready  = (state == WRITE_BACK) && axi_bvalid;
    always @(posedge clk or negedge rst_n) begin
        if (!rst_n) begin
            state <= IDLE;
            busy <= 0;
            word_counter <= 0;
            miss_index <= 0;
            miss_tag <= 0;
        end else begin
            state <= next_state;
            case (state)
                READ_MISS: begin
                    if (axi_arready) begin
                        next_state <= READ_LINE;
                        word_counter <= 0;
                    end
                end
                READ_LINE: begin
                    if (axi_rvalid && axi_rlast) begin
                        next_state <= IDLE;
                        busy <= 0;
                    end
                    if (axi_rvalid) begin
                        data_ram[addr_index * WORDS_PER_LINE + word_counter] <= axi_rdata;
                        word_counter <= word_counter + 1;
                    end
                end
                WRITE_BACK: begin
                    if (axi_awready) begin
                        word_counter <= 0;
                        next_state <= WRITE_LINE;
                    end
                end
                WRITE_LINE: begin
                    if (axi_wvalid && axi_wready) begin
                        if (word_counter == WORDS_PER_LINE - 1)
                            next_state <= WRITE_BACK;
                        else
                            word_counter <= word_counter + 1;
                    end
                end
            endcase
        end
    end
    always @(posedge clk) begin
        if (tag_match && cpu_write && state == IDLE) begin
            dirty_ram[addr_index] <= 1'b1;
            data_ram[addr_index * WORDS_PER_LINE + addr_offset] <= cpu_wdata;
        end
    end
    integer i;
    initial begin
        for (i = 0; i < (1<<INDEX_W); i = i + 1) begin
            tag_ram[i] = 0;
            valid_ram[i] = 0;
            dirty_ram[i] = 0;
        end
    end
endmodule
==> results.toml <==
# synthesis and place-and-route metrics
[clock_network]
cts_tree = "done"
clkTransAtPathRegs_ps = 60
ctsHoldBuffers = 0
clock_latency_ps = 240
cts-root-buf = "clkbuf_8"
cts_made_buffers = 3
cts.sinks = 14
clk_path_buf_depth = 2
htree_levels = 1

[die]
die_x_um = 121
core_area_sq_mm = 0.00986
fp-utilization_pct = 19.2
rows = 36
die_h_um = 121
ios = 269
chipArea_sq_mm = 0.0146

[worst_setup_path]
reg2reg_slack_ps = 270
critPathKind = "reg -> out"
rr_worst_depth = 6
required_ps = 1760
worst_setup_path_end_kind = "output pin"
rr_endpoint = "word_counter[1]$_DFFE_PN0P_"
r2r_start = "word_counter[0]$_DFFE_PN0P_"
cp-start-kind = "flip-flop"
cp.arrival_ps = 1670
crit_fanout = 4

[global_route]
grt_max_degree = 12
grt_pass1_vias = 1225
overflow = 0
grt_first_pass_wirelength_um = 5330
antenna_found_initial = 0
grt_usage_pct = 4.20

[yosys]
ys_area_sq_mm = 0.00190
ff_type = "dfrtp_1"
synth_seq_share_pct = 19.3
ys.flops = 14
syn_avg_cell_area_sq_um = 8.43
synth_cell_types = 35
ys_cells = 225
syn_area_sq_mm = 0.00190
yosysWarnings = 65600
edf_count = 3
async_reset_ff_share_pct = 78.6
netlist_instances = 225

[placement]
io_buffers = 13
dp_hpwl_um = 3170
gp_congestion = 0.869

[sta]
finalSetupTns_ps = 0
report.final.setup_viol = 0
finalCriticalPeriod_ps = 2110
slew_violations = 0
fin_skew_ps = 7.67
max_freq_mhz = 475
period_used_pct = 95.7
hold_ws_ps = 347
rsz0062_at_grt = "no"
hold_violations = 0

[power]
vdd_drop_max_v = 0.000180
p_leak_nw = 0.861
power_density_mw_per_mm2 = 324

[route]
drt-total-wl_um = 3600
drt_iter0_drc = 43
avgRoutedWirePerCell_um = 9.69
viasPerCell = 2.79
drtAntennaViolNets = 0
vias = 1035
firstDrtPassIters = 4
diodes = 0
drc_errors = 0

[flow_run]
max_cap_viol_count = 0
openroad.warnings = 124

[cells_and_area]
drive_gt1_share_pct = 7.14
syn2layout_area_growth_pct = -11.2

[hold_path]
hold_end = "state[0]$_DFF_PN0_"
worstHoldPathType = "reg -> reg"
holdCritStartpoint = "next_state[0]$_DFFE_PP_"
holdPathStages = 0

[outcome]
outcome = "finished, final reports clean"
[worst max-delay path, stage by stage, from the launching register on]
cell	delay, ps
dfrtp_1	400
or3_1	420
nor2_2	120
clkdlybuf4s50_1	490
[layout make-up]
cell class                 instances  area (sq um)
clock buffer                       4          45.0
inverter                           2          7.51
sequential                        14           367
tap                              133           166
timing repair buffer              18           168
fill                            1093          8180
multi-input combinational        200           931
[state kept, by name, summed over array words and instances (netlist names)]
signal	flops
word_counter	8
next_state	3
state	3
[cell families (layout without fill, tap and decap cells)]
logic type      after synthesis  in the layout  synth area share [%]
flops                        14             14                  19.3
simple gates                 36             36                  11.1
buf+inv                     153             24                  60.0
mux                           3              3                  1.85
other cells                   2            144                 0.396
fa+ha+maj                     1              1                 0.660
compound gates               16             16                  6.66
[power breakdown]
| part | total (W) | internal [W] | switching [W] | leakage [nW] |
|---|---|---|---|---|
| registers | 0.000274 | 0.000270 | 0.00000425 | 0.172 |
| clock network | 0.000208 | 0.000127 | 0.0000802 | 0.0228 |
| logic | 0.0000642 | 0.0000273 | 0.0000369 | 0.666 |
| total | 0.000546 | 0.000425 | 0.000121 | 0.861 |
[cells in the mapped netlist (all sizes together) (2+ instances only)]
| library cell | n | share of area, % |
|---|---|---|
| conb | 2 | 0.40 |
| and3 | 2 | 0.92 |
| o2bb2ai | 4 | 1.8 |
| edfxtp | 3 | 4.7 |
| a32o | 2 | 1.1 |
| or3 | 3 | 1.3 |
| buf | 151 | 60 |
| nand2 | 4 | 0.79 |
| mux2i | 2 | 1.1 |
| nor2 | 5 | 0.99 |
| nand4 | 2 | 0.66 |
| dfrtp | 11 | 15 |
| nor3b | 3 | 1.2 |
| nand2b | 3 | 0.99 |
| nand3 | 5 | 1.3 |
| nor3 | 3 | 0.79 |
| o22ai | 2 | 0.66 |
| o21ai | 3 | 0.79 |
| inv | 2 | 0.40 |
[worst max path at each step]
| stage | from | to | depth (start not counted) |
|---|---|---|---|
| after CTS | word_counter[6]$_DFFE_PN0P_ | axi_wlast | 3 |
| final | word_counter[6]$_DFFE_PN0P_ | axi_wlast | 3 |
| after global routing | word_counter[6]$_DFFE_PN0P_ | axi_wlast | 3 |
[through the flow]
stage	area [sq um]	worst slack (ps)	total power, W	instances	util (%)
3_3_place_gp	1630	160	0.000352	366	16.5
3_5_place_dp	1630	131	0.000349	366	16.5
4_1_cts	1670	47.2	0.000558	370	16.9
6_report	1680	94.1	0.000546	371	17.1
5_1_grt	1680	5.83	0.000587	371	17.1
2_1_floorplan	2430	438	0.000486	367	-
[what timing repair did]
action	in CTS	in global routing
endpoints found under the setup margin	0	2
setup buffers	0	1
resized	0	4
[routing by layer]
layer / GRT usage [%] / up-vias / wire (um)
met3: 2.03 / 6 / 438
met4: 0.452 / 0 / 12
met5: 0 / - / 0
met2: 6.90 / 116 / 1610
li1: - / 464 / -
met1: 5.01 / 449 / 1540
[layout by cell type, fill, tap and decap left out, types with 2 or more instances in the layout]
master,Yosys,routed
a32o_1,2,2
buf_4,150,5
clkbuf_8,0,3
clkdlybuf4s50_1,0,13
conb_1,2,144
dfrtp_1,11,10
edfxtp_1,3,3
mux2i_1,2,2
nand2_1,4,4
nand2b_1,3,3
nand3_1,5,5
nand4_1,2,2
nor2_1,5,4
nor3_1,3,3
nor3b_1,3,3
o21ai_0,3,3
o22ai_1,2,2
o2bb2ai_1,4,4
or3_1,2,2
Power and IR drop assume default switching activity.
