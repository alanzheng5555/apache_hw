--- ./constraint.sdc ---
current_design share_memory

set clk_period 176.3
set clk_io_pct 0.2

create_clock -name clk0 -period $clk_period [get_ports {clk}]

set non_clock_inputs [all_inputs -no_clocks]
set_input_delay [expr $clk_period * $clk_io_pct] -clock clk0 $non_clock_inputs
set_output_delay [expr $clk_period * $clk_io_pct] -clock clk0 [all_outputs]
--- ./run.sh ---
#!/bin/bash
# OpenROAD 26Q1-2900-gdf79404cd8, Yosys 0.63+post, stock flow scripts
make -C /OpenROAD-flow-scripts/flow DESIGN_CONFIG=/design/flow/config.mk WORK_HOME=/design/flow/orfs finish
--- ./design.v ---
`timescale 1ns/1ps
module share_memory #(
    parameter DEPTH = 256,
    parameter WIDTH = 32,
    parameter ADDR_W = 8
)(
    input  wire                 clk,
    input  wire                 rst_n,
    input  wire                 pe_we,           
    input  wire [ADDR_W-1:0]   pe_addr,         
    input  wire [WIDTH-1:0]    pe_wdata,        
    output wire [WIDTH-1:0]    pe_rdata,        
    input  wire                 pe_request,      
    output wire                 pe_grant,        
    input  wire                 axi_we,          
    input  wire [ADDR_W-1:0]   axi_addr,        
    input  wire [WIDTH-1:0]    axi_wdata,       
    output wire [WIDTH-1:0]    axi_rdata,       
    input  wire                 axi_request,     
    output wire                 axi_grant       
);
    reg [WIDTH-1:0] mem [0:DEPTH-1];
    reg [ADDR_W-1:0] pe_addr_reg;
    reg [WIDTH-1:0] pe_wdata_reg;
    reg pe_we_reg;
    reg [ADDR_W-1:0] axi_addr_reg;
    reg [WIDTH-1:0] axi_wdata_reg;
    reg axi_we_reg;
    reg pe_grant_reg;
    reg axi_grant_reg;
    always @(posedge clk or negedge rst_n) begin
        if (!rst_n) begin
            pe_grant_reg <= 1'b0;
            axi_grant_reg <= 1'b0;
        end else begin
            if (pe_request && pe_we) begin
                pe_grant_reg <= 1'b1;
                axi_grant_reg <= 1'b0;
            end else if (axi_request && axi_we) begin
                pe_grant_reg <= 1'b0;
                axi_grant_reg <= 1'b1;
            end else begin
                pe_grant_reg <= 1'b0;
                axi_grant_reg <= 1'b0;
            end
        end
    end
    always @(posedge clk) begin
        if (pe_request) begin
            pe_addr_reg <= pe_addr;
            pe_wdata_reg <= pe_wdata;
            pe_we_reg <= pe_we;
        end
    end
    always @(posedge clk) begin
        if (axi_request) begin
            axi_addr_reg <= axi_addr;
            axi_wdata_reg <= axi_wdata;
            axi_we_reg <= axi_we;
        end
    end
    always @(posedge clk) begin
        if (pe_grant_reg && pe_we_reg) begin
            mem[pe_addr_reg] <= pe_wdata_reg;
        end
        if (axi_grant_reg && axi_we_reg) begin
            mem[axi_addr_reg] <= axi_wdata_reg;
        end
    end
    assign pe_rdata = mem[pe_addr_reg];
    assign axi_rdata = mem[axi_addr_reg];
    assign pe_grant = pe_grant_reg;
    assign axi_grant = axi_grant_reg;
endmodule
--- ./config.mk ---
export PLATFORM = sky130hd
export DESIGN_NAME = share_memory
export DESIGN_NICKNAME = share_memory
export VERILOG_FILES = /design/flow/design.v
export SDC_FILE = /design/flow/constraint.sdc
export NUM_CORES = 4
export LEC_CHECK = 1
export CORE_UTILIZATION = 30
export SYNTH_MEMORY_MAX_BITS = 65536
==> impl_metrics.json <==
{
  "overflow": 0,
  "cp_common_cell": "buf_4",
  "drive_above_1_share_pct": 53.5,
  "violations": "max-capacitance violations, max-slew violations",
  "port-buffer-count": 151,
  "cpPeakStageDelay_ns": 1.34,
  "tritoncts": "yes",
  "cap_violations": 8,
  "clk_latency_ns": 1.34,
  "clock_skew_ns": 0.115,
  "syn_avg_cell_area_um2": 16.1,
  "dp_hpwl_mm": 1490,
  "ys_top_cells_by_area": "edfxtp_1 (51%), mux2_2 (19%), mux4_2 (16%)",
  "cts_sinks": 8292,
  "dieWidth_mm": 1.28,
  "critPathLaunchType": "flip-flop",
  "clk_path_buf_depth": 5,
  "dieArea_um2": 1640000,
  "status": "finished with violations",
  "ir_drop_mv": 0.00968,
  "top_area_share_pct": 50.8,
  "grt_usage_pct": 29.4,
  "critPathArrivalTime_ns": 10.82,
  "p_per_area_nw_per_um2": 9.24,
  "synth_warnings": 1,
  "slew_viol_final": 22,
  "max_freq_ghz": 0.0217,
  "ys_cells": 30400,
  "rsz0062_at_grt": "no",
  "vias": 325000,
  "placementRows": 468,
  "top_cell": "edfxtp_1",
  "setup_viol": 0,
  "die_h_mm": 1.28,
  "drt_iter0_markers": 26700,
  "worst_ep_required_time_ns": 141.04,
  "critPathTopFamily": "buffers and inverters",
  "syn_inst": 30400,
  "setup.worst_path.class": "reg2out",
  "post-route-period-util_pct": 26.1,
  "largest_reg_flops": 8192,
  "clk_pin_slew_ns": 0.06,
  "crit_path_end_kind": "primary output",
  "syn_area_um2": 489000,
  "cts_root_buf": "clkbuf_16",
  "cts_made_buffers": 889,
  "drt_pass1_iterations": 6,
  "fin_cells": 52400,
  "yosys_area_um2": 489000,
  "worstMarginPinSlew_ns": 1.62,
  "dp.cells": 50300,
  "gp_congestion": 1.01,
  "top_cells_by_count": "edfxtp_1 (8274), mux2_2 (8174), mux4_2 (3521)",
  "vias_per_cell": 6.20,
  "grt_start_max_net_pins": 96,
  "cts_resized": 0,
  "synthDistinctLibCells": 88,
  "grt_pass1_wl_mm": 3070,
  "antenna_found_initial": 247,
  "grt_pass1_vias": 341000,
  "cts_setup_buffers": 0,
  "path_cells": "buf_4 > buf_4 > buf_4 > buf_12 > buf_4 > buf_4 > mux4_2 > mux2i_1 > a32oi_1 > a21oi_1 > a21oi_1 > nand4_1 > buf_4 > a211oi_2 > buf_4 > clkdlybuf4s50_1",
  "crit_path_top_delay_cell": "nand4_1",
  "h-tree-depth": 6,
  "ctsHoldBuffers": 0,
  "relSlewSlack_pct": -8.10,
  "warnings": 28,
  "min_path_type": "reg2reg",
  "synth_flops": 8292,
  "wirelength_mm": 2320,
  "fin_crit_ns": 46.08,
  "num_io_pins": 152,
  "ant_nets": 0,
  "drc": 0,
  "dominantRegCellSynth": "edfxtp_1",
  "top_area_cell": "edfxtp_1",
  "cp_max_fo": 64,
  "area_delta_synth_final_pct": 12.9,
  "coreArea_um2": 1620000,
  "hold_violations": 0,
  "edf_count": 8274,
  "async_flop_share_pct": 0.0241,
  "fin_setup_tns_ns": 0,
  "p_leak_nw": 174,
  "ys_seq_share_pct": 50.8,
  "crit_buf_inv": 9,
  "initial_utilization_pct": 30.1,
  "wl_per_cell_um": 44.2
}
-- routing by layer --
metal	vias to the layer above	wire [um]	track usage, %
met2	29300	931000	38.0
li1	124000	-	-
met5	-	25300	13.2
met4	438	217000	21.4
met1	164000	638000	26.8
met3	7021	506000	28.5
-- layout make-up --
| type | instances | area, um2 |
|---|---|---|
| tap | 21600 | 27100 |
| sequential | 8292 | 249000 |
| fill | 152000 | 1070000 |
| antenna | 416 | 1040 |
| multi-input combinational | 17900 | 227000 |
| clock inverter | 542 | 5110 |
| clock buffer | 1086 | 23200 |
| inverter | 7 | 63.8 |
| timing repair buffer | 2564 | 20500 |
-- worst paths after layout --
kind,start,cells after the start,slack [ns],to
max,flip-flop,16,130.22,pe_rdata[22]
min,pe_addr_reg[5],2,0.73,flip-flop
max reg2reg,axi_grant_reg,9,170.23,mem[129][27]
min reg2reg,pe_addr_reg[5],2,0.73,flip-flop
max in group asynchronous,rst_n,1,142.06,axi_grant_reg
min in group asynchronous,rst_n,1,34.13,axi_grant_reg
-- cell usage in the layout (no fill, tap or decap), types with 58 or more instances in the layout --
cell type        synthesis  routed
edfxtp_1              8274    8274
o211ai_1                76      76
o22ai_4                  0     177
a211oi_1               220     138
o21ai_4                  0      75
nor3_1                 120     103
o22ai_1                528     346
a21oi_1                512     501
nor2_4                   0     193
a22oi_1                211     211
bufinv_16                0      76
buf_12                  40      59
clkbuf_16                0     899
clkbuf_1              2857     187
clkinv_1                 1     216
mux4_2                3521    3521
nand3_1                152     125
nand2_1                663     560
a22o_1                  80      80
clkdlybuf4s50_1          0     149
mux2i_1               1559    1559
diode_2                  0     416
mux2_2                8174    8174
nand2_2                  0      93
o221ai_1               529     529
mux4_1                 225     225
buf_4                  210    2336
clkinv_2                 0     166
a211oi_2                 0      58
o21ai_0                300     176
nor2_1                 315     116
-- worst min-delay path: stages, from the launching register on --
cell and delay (ns):
edfxtp_1 0.33, buf_4 0.20, mux2_2 0.17
-- through the flow --
| stage | area, um2 | util (%) | total power, mW | worst slack (ns) | hold WS, ns |
|---|---|---|---|---|---|
| 6_report | 553000 | 34.0 | 5.11 | 130.22 | 0.732 |
| 5_1_grt | 552000 | 34.0 | 5.19 | 130.28 | 0.752 |
| 4_1_cts | 552000 | 33.9 | 5.06 | 130.76 | 0.736 |
| 3_5_place_dp | 523000 | 32.2 | 3.19 | 132.21 | 0.720 |
| 3_3_place_gp | 523000 | 32.2 | 3.18 | 130.93 | 0.710 |
| 2_1_floorplan | 489000 | - | 2.77 | 138.64 | 0.605 |
-- power breakdown --
group | internal, mW | total, mW | switching (mW)
Clock | 1.04 | 1.90 | 0.860
Sequential | 2.19 | 2.19 | 0.00524
Combinational | 0.358 | 1.01 | 0.650
-- logic make-up after synthesis --
| kind of cell | Yosys count | share of synthesized area [%] |
|---|---|---|
| buffers and inverters | 4228 | 4.29 |
| flip-flops | 8292 | 50.8 |
| AND-OR/OR-AND | 2742 | 3.87 |
| AND/OR/NAND/NOR | 1585 | 1.48 |
| multiplexers | 13500 | 39.5 |
No activity file was given, so power comes from the tool's default toggle rates.
