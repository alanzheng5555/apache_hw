`/design/flow/run.sh`:
```
#!/bin/bash
# OpenROAD 26Q1-2900-gdf79404cd8, Yosys 0.63+post, stock flow scripts
make -C /OpenROAD-flow-scripts/flow DESIGN_CONFIG=/design/flow/config.mk WORK_HOME=/design/flow/orfs finish
```
`/design/flow/constraint.sdc`:
```
current_design peaxi4_master

set clk_period 8.0
set clk_io_pct 0.2

create_clock -name clk0 -period $clk_period [get_ports {clk}]

set non_clock_inputs [all_inputs -no_clocks]
set_input_delay [expr $clk_period * $clk_io_pct] -clock clk0 $non_clock_inputs
set_output_delay [expr $clk_period * $clk_io_pct] -clock clk0 [all_outputs]
```
`/design/flow/config.mk`:
```
export PLATFORM = sky130hd
export DESIGN_NAME = peaxi4_master
export DESIGN_NICKNAME = peaxi4_master
export VERILOG_FILES = /design/flow/design.v
export SDC_FILE = /design/flow/constraint.sdc
export NUM_CORES = 4
export LEC_CHECK = 1
export CORE_UTILIZATION = 30
```
`/design/flow/design.v`:
```
`timescale 1ns/1ps
module peaxi4_master #(
    parameter FIFO_DEPTH = 8,
    parameter MAX_BURST = 16
) (
    input  clk,
    input  rst_n,
    input  [31:0]  s_awaddr,
    input  [7:0]   s_awlen,
    input  [2:0]   s_awsize,
    input  [1:0]   s_awburst,
    input         s_awvalid,
    output        s_awready,
    input  [31:0]  s_wdata,
    input  [3:0]   s_wstrb,
    input         s_wlast,
    input         s_wvalid,
    output        s_wready,
    output [1:0]  s_bresp,
    output        s_bvalid,
    input         s_bready,
    input  [31:0]  s_araddr,
    input  [7:0]   s_arlen,
    input  [2:0]   s_arsize,
    input  [1:0]   s_arburst,
    input         s_arvalid,
    output        s_arready,
    output [31:0]  s_rdata,
    output [1:0]   s_rresp,
    output        s_rlast,
    output        s_rvalid,
    input         s_rready,
    output [31:0]  m_awaddr,
    output [7:0]   m_awlen,
    output [2:0]   m_awsize,
    output [1:0]   m_awburst,
    output        m_awvalid,
    input         m_awready,
    output [31:0]  m_wdata,
    output [3:0]   m_wstrb,
    output        m_wlast,
    output        m_wvalid,
    input         m_wready,
    input  [1:0]   m_bresp,
    input         m_bvalid,
    output        m_bready,
    output [31:0] m_araddr,
    output [7:0]  m_arlen,
    output [2:0]  m_arsize,
    output [1:0]  m_arburst,
    output       m_arvalid,
    input        m_arready,
    input  [31:0] m_rdata,
    input  [1:0]  m_rresp,
    input        m_rlast,
    input        m_rvalid,
    output       m_rready
);
    reg [31:0]  awaddr_fifo [0:FIFO_DEPTH-1];
    reg [7:0]   awlen_fifo [0:FIFO_DEPTH-1];
    reg         awvalid_fifo [0:FIFO_DEPTH-1];
    integer awptr, awcnt;
    always @(posedge clk or negedge rst_n) begin
        if (!rst_n) begin
            awptr <= 0;
            awcnt <= 0;
        end else begin
            if (s_awvalid && s_awready) begin
                awaddr_fifo[awptr] <= s_awaddr;
                awlen_fifo[awptr] <= s_awlen;
                awptr <= (awptr + 1) % FIFO_DEPTH;
            end
            awcnt <= awcnt + (s_awvalid && s_awready) - (m_awvalid && m_awready && m_awready);
        end
    end
    assign s_awready = (awcnt < FIFO_DEPTH - 1);
    assign m_awaddr  = awaddr_fifo[(awptr - awcnt) % FIFO_DEPTH];
    assign m_awlen   = awlen_fifo[(awptr - awcnt) % FIFO_DEPTH];
    assign m_awsize  = 3'b010;
    assign m_awburst = 2'b01;
    assign m_awvalid = (awcnt > 0);
    reg [31:0] wdata_fifo [0:FIFO_DEPTH*4-1];
    reg [3:0]  wstrb_fifo [0:FIFO_DEPTH*4-1];
    reg        wlast_fifo [0:FIFO_DEPTH*4-1];
    reg        wvalid_fifo [0:FIFO_DEPTH*4-1];
    integer wptr, wcnt;
    always @(posedge clk or negedge rst_n) begin
        if (!rst_n) begin
            wptr <= 0;
            wcnt <= 0;
        end else begin
            if (s_wvalid && s_wready) begin
                wdata_fifo[wptr] <= s_wdata;
                wstrb_fifo[wptr] <= s_wstrb;
                wlast_fifo[wptr] <= s_wlast;
                wptr <= (wptr + 1) % (FIFO_DEPTH*4);
            end
            wcnt <= wcnt + (s_wvalid && s_wready) - (m_wvalid && m_wready);
        end
    end
    assign s_wready = (wcnt < FIFO_DEPTH*4 - 1);
    assign m_wdata  = wdata_fifo[(wptr - wcnt) % (FIFO_DEPTH*4)];
    assign m_wstrb  = wstrb_fifo[(wptr - wcnt) % (FIFO_DEPTH*4)];
    assign m_wlast  = wlast_fifo[(wptr - wcnt) % (FIFO_DEPTH*4)];
    assign m_wvalid = (wcnt > 0);
    assign s_bresp  = m_bresp;
    assign s_bvalid = m_bvalid;
    assign m_bready = s_bready;
    reg [31:0] araddr_fifo [0:FIFO_DEPTH-1];
    reg [7:0]  arlen_fifo [0:FIFO_DEPTH-1];
    reg        arvalid_fifo [0:FIFO_DEPTH-1];
    integer arptr, arcnt;
    always @(posedge clk or negedge rst_n) begin
        if (!rst_n) begin
            arptr <= 0;
            arcnt <= 0;
        end else begin
            if (s_arvalid && s_arready) begin
                araddr_fifo[arptr] <= s_araddr;
                arlen_fifo[arptr] <= s_arlen;
                arptr <= (arptr + 1) % FIFO_DEPTH;
            end
            arcnt <= arcnt + (s_arvalid && s_arready) - (m_arvalid && m_arready);
        end
    end
    assign s_arready = (arcnt < FIFO_DEPTH - 1);
    assign m_araddr  = araddr_fifo[(arptr - arcnt) % FIFO_DEPTH];
    assign m_arlen   = arlen_fifo[(arptr - arcnt) % FIFO_DEPTH];
    assign m_arsize  = 3'b010;
    assign m_arburst = 2'b01;
    assign m_arvalid = (arcnt > 0);
    reg [31:0] rdata_fifo [0:FIFO_DEPTH*4-1];
    reg [1:0]  rresp_fifo [0:FIFO_DEPTH*4-1];
    reg        rlast_fifo [0:FIFO_DEPTH*4-1];
    reg        rvalid_fifo [0:FIFO_DEPTH*4-1];
    integer rptr, rcnt;
    always @(posedge clk or negedge rst_n) begin
        if (!rst_n) begin
            rptr <= 0;
            rcnt <= 0;
        end else begin
            if (m_rvalid && m_rready) begin
                rdata_fifo[rptr] <= m_rdata;
                rresp_fifo[rptr] <= m_rresp;
                rlast_fifo[rptr] <= m_rlast;
                rptr <= (rptr + 1) % (FIFO_DEPTH*4);
            end
            rcnt <= rcnt + (m_rvalid && m_rready) - (s_rvalid && s_rready);
        end
    end
    assign s_rdata   = rdata_fifo[(rptr - rcnt) % (FIFO_DEPTH*4)];
    assign s_rresp   = rresp_fifo[(rptr - rcnt) % (FIFO_DEPTH*4)];
    assign s_rlast   = rlast_fifo[(rptr - rcnt) % (FIFO_DEPTH*4)];
    assign s_rvalid  = (rcnt > 0);
    assign m_rready  = (rcnt < FIFO_DEPTH*4 - 1);
endmodule
```
==> run notes <==
impl run done, here's what came out: crit path kind reg -> out, clock buffer depth 4, I/O pin cnt 350, Post-DRT Antenna Nets 0, clk sink count 3088, hold_buf cts 0, Commonest Layout Cell edfxtp_1, pwr/cell area 482 nW/µm², fin crit share 98.8%, syn avg cell area 16.3 µm², vias in the first global route 75600, top area contributor share 72.6%, die area 408000 µm², Crit-path slowest cell a211oi_4, Hold Crit Class reg -> reg, DIE WIDTH 639 µm, Setup crit end kind output pin, Slew @ Worst Pin 1120 ps, crit-path cells inv_1 -> ha_1 -> inv_1 -> fa_1 -> xor2_1 -> nand2_1 -> a211oi_4 -> buf_12 -> a221oi_1 -> and4_1 -> a21oi_1 -> clkdlybuf4s50_1, grt met3 use 15.9%, Cell Rows 233, Cell Type Count 93, Synth async-reset ratio 4.66%, fmax 127 MHz, core area 403000 µm², Max-slew headroom 24.8%, root buffer cell clkbuf_16, vias post-DR 71700, yosys stat cell total 7487, Netlist Area Pre-Place 122000 µm², P_leak 47.0 nW, Num CTS Buffers 317, max-slew violation count 0, GR Overflow Total 0, Post-Layout Inst Area 144000 µm², setup_tns 0 ps, most frequent cells in the layout 2944 x edfxtp_1, 652 x a22oi_1, 501 x nand2_1, cell mode on critical path inv_1, number of setup buffers added after CTS 0, vias per inst 5.21, top cells, area edfxtp_1 73%, a22oi_1 4.0%, dfrtp_1 3.0%, status complete, no violations, Final Hold Vio Count 0, DRC Markers 0, clock skew 87.6 ps, Yosys Chip Area 122000 µm², final setup vio count 0, HPWL after DPL 195000 µm, worst-case vdd ir drop 623 µV, Port Buf Inserts 321, Core Util at FP 30.2%, sequential fraction of the synthesis area 75.6%, crit path DAT 6300 ps, drt first pass iters 6, starting DRC count in detailed routing 4842, initial antenna violation count 25, largest net degree at the start of global routing 145, tool warning count 138, Worst-path clk slew 60 ps, Synth Flop Type edfxtp_1, Die Ht 639 µm, Fin Hold WS 582 ps, ys flops 3088, Worst setup SP type register, global-route wire length before repair 500000 µm, Placed Area 134000 µm², post-CTS sizing 0, worst stage delay on the critical path 810 ps, final wirelength 350000 µm, crit path DRT 6400 ps, Final Util 35.7%, share of layout cells above drive strength 1 12.2%, crit path time final 7900 ps, H-tree depth 5, met1 Track Usage GR 18.1%, Synth area leader edfxtp_1, synthesis-to-layout area growth 18.2%, Wirelength per Cell 25.4 µm, placer congestion estimate 0.881, Skew-Pair Late Insertion Delay 960 ps, R2R Setup Slk 2560 ps, number of enable flip-flop cells 2944, global-route track usage on met2 26.7%, total track usage 17.9%, grt peak-use layer met2, Yosys warning total 11, synthesized instance count 7487, Max Cap Viol 0, CTS tree done, Worst Path Max Fanout 26, RSZ-0062 raised after global routing false
==> final cells by class <==
class | instances | area (µm²)
clock buffers | 388 | 8330
clock inverters | 181 | 1800
inverters | 228 | 856
fillers | 36500 | 259000
flip-flops and latches | 3088 | 92000
multi-input cells | 3830 | 28400
well taps | 5405 | 6760
diodes | 12 | 30.0
repair buffers | 636 | 5640
==> worst max-delay path, delay by kind of cell (launching register included) <==
kind	cells	cell delay [ps]
and+or+nand+nor	2	830
DFF	1	410
adders and majority gates	2	630
xor gates and xnor gates	1	760
buffers and inverters	4	1200
AOI/OAI and AO/OA	3	1500
==> sequential cells by signal, summed over array words and instances (netlist names), 64 cells and up <==
register	count
rdata_fifo	1024
rresp_fifo	64
wdata_fifo	1024
arlen_fifo	64
araddr_fifo	256
wstrb_fifo	128
awaddr_fifo	256
awlen_fifo	64
==> layer usage <==
layer | vias up | part of all wire, %
met1 | 34700 | 32
met4 | 57 | 3.6
met5 | - | 0.31
li1 | 31300 | -
met3 | 769 | 19
met2 | 4912 | 45
==> synth_stat cells (21+ instances only) <==
cell type,n
edfxtp_1,2944
a22oi_1,652
nand2_1,502
a21oi_1,312
nor2_1,304
ha_1,249
clkbuf_1,244
inv_1,228
a22o_1,164
o21ai_0,155
a221oi_1,146
dfrtp_1,144
nand4_1,130
nand3_1,124
nor3_1,87
xnor2_1,80
mux2i_1,77
o32a_1,65
buf_2,49
xor2_1,44
a222oi_1,43
a211oi_1,42
mux4_2,39
nor2b_1,38
o211ai_1,38
o21bai_1,34
a31oi_1,31
buf_4,31
mux2_2,27
and3_1,25
nor4_2,25
nor4_1,24
a21o_1,22
nand2b_1,21
==> path summary, 6_finish.rpt <==
check,start,end,depth (start not counted)
max,rptr[0]$_DFFE_PN0N_,s_rdata[24],12
min,rcnt[29]$_DFF_PN0_,rcnt[30]$_DFF_PN0_,2
max reg2reg,arcnt[2]$_DFF_PN0_,arcnt[30]$_DFF_PN0_,18
min reg2reg,rcnt[29]$_DFF_PN0_,rcnt[30]$_DFF_PN0_,2
max in group asynchronous,rst_n,awcnt[14]$_DFF_PN0_,2
min in group asynchronous,rst_n,awcnt[3]$_DFF_PN0_,1
==> stage by stage <==
step                      total power [W]  setup slack, ps  cells
after detailed placement           0.0553             1300  13200
final                              0.0693             99.8  13800
after CTS                          0.0699              257  13800
after global routing               0.0733             61.7  13800
after floorplan                    0.0378             3010   7495
after global placement             0.0550             1340  13200
==> kinds of logic (layout without fill, tap and decap cells) <==
logic type                 after synthesis  count (layout)  share of synthesized area [%]
DFF                                   3088            3088                           75.6
and+or+nand+nor                       1405            1405                           5.69
xor gates and xnor gates               128             128                          0.964
other                                    2              22                        0.00617
adders and majority gates              257             257                           2.69
muxes                                  143             143                           1.60
AOI/OAI and AO/OA                     1887            1887                           11.5
buffers and inverters                  577            1433                           1.97
==> report_power, final <==
part           switching (W)  internal (W)  total (W)
Clock                0.00617       0.00829     0.0145
Sequential          0.000357        0.0186     0.0190
Combinational         0.0209        0.0150     0.0359
Total                 0.0274        0.0419     0.0693
Power is estimated from default activity; no workload was simulated.
